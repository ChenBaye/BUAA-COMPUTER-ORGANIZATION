==> flow/design.v <==
`timescale 1ns / 1ps
module alu(
    input [3:0] ALUOP,
    input [31:0] ALU_A,
    input [31:0] ALU_B,
	input [4:0] s,
    output [31:0] ALU_C,
	 output equal
    );
assign ALU_C=
(ALUOP==4'b0000)?(ALU_A+ALU_B):
(ALUOP==4'b0001)?(ALU_A-ALU_B):
(ALUOP==4'b0010)?(ALU_A|ALU_B):
(ALUOP==4'b0011)?{{ALU_B[15:0]},{16{1'b0}}}: 
(ALUOP==4'b0100)?(ALU_B<<s): 
(ALUOP==4'b0101)?(ALU_B>>s): 
(ALUOP==4'b0110)?(ALU_A&ALU_B): 
(ALUOP==4'b0111)?(ALU_A^ALU_B): 
(ALUOP==4'b1000)?~(ALU_A|ALU_B): 
(ALUOP==4'b1001)?{{32{ALU_B[31]}},ALU_B}>>s: 
(ALUOP==4'b1010)?(ALU_B<<ALU_A[4:0]): 
(ALUOP==4'b1011)?(ALU_B>>ALU_A[4:0]): 
(ALUOP==4'b1100)?{{32{ALU_B[31]}},ALU_B}>>ALU_A[4:0]: 
(ALUOP==4'b1101)?($signed(ALU_A)<$signed(ALU_B)?32'b1:32'b0): 
(ALUOP==4'b1110)?(ALU_A<ALU_B?32'b1:32'b0):32'b0; 
assign equal=(ALU_A==ALU_B)?1:0;
endmodule
==> flow/run.sh <==
#!/bin/bash
# OpenROAD 26Q1-2900-gdf79404cd8, Yosys 0.63+post, stock flow scripts
make -C /OpenROAD-flow-scripts/flow DESIGN_CONFIG=/design/flow/config.mk WORK_HOME=/design/flow/orfs finish
==> flow/config.mk <==
export PLATFORM = sky130hd
export DESIGN_NAME = alu
export DESIGN_NICKNAME = alu
export VERILOG_FILES = /design/flow/design.v
export SDC_FILE = /design/flow/constraint.sdc
export NUM_CORES = 4
export LEC_CHECK = 1
export CORE_UTILIZATION = 40
==> flow/constraint.sdc <==
current_design alu

set clk_period 14.5
set clk_io_pct 0.2

create_clock -name clk0 -period $clk_period

set non_clock_inputs [all_inputs -no_clocks]
set_input_delay [expr $clk_period * $clk_io_pct] -clock clk0 $non_clock_inputs
set_output_delay [expr $clk_period * $clk_io_pct] -clock clk0 [all_outputs]
==> flow_metrics.tcl <==
# implementation run metrics
set metrics [dict create \
    drv_slew 0 \
    track_usage_pct 47.3 \
    largest_area_cell "ha_1" \
    path_cells "clkdlybuf4s50_1, inv_1, ha_1, inv_1, a221o_1, o41a_1, a221oi_2, o21ai_0, nor4b_1, o21ai_0, nand3_1, o221ai_1, a21oi_1, clkdlybuf4s50_1" \
    hold_slack_ns 6.80 \
    max_freq_ghz 0.0901 \
    rows 58 \
    dpl.hpwl_mm 48.5 \
    hold_path_end "ALU_C[1]" \
    ys_chip_area_um2 10300 \
    start_kind "input port" \
    yosysWarningCount 0 \
    diodes 0 \
    synth_stat.cells 1583 \
    design.seq.count 0 \
    grt_pass1_wl_mm 88.7 \
    swShare_pct 63.5 \
    seqPwrFrac_pct 0 \
    ctsResizeCount 0 \
    worst_pin_slew_ns 0.986 \
    drv_cap 0 \
    logic_area_um2 9460 \
    arrival_ns 8.20 \
    ant_nets 0 \
    overflow 0 \
    path_class "input port to output port" \
    nFillCells 2663 \
    drc_errors 0 \
    cp-end-kind "output port" \
    grt_pass1_vias 12800 \
    hold_start "ALUOP[1]" \
    combPwrFrac_pct 100.0 \
    cp.required_ns 11.60 \
    whs_path_depth 4 \
    fin_tns_setup_ns 0 \
    postSynthCellCount 1583 \
    avgSynthCellArea_um2 6.52 \
    p_int_w 0.000214 \
    crit_start "ALU_B[5]" \
    final_cell_mix "nand2_1, o21ai_0, nor2_1" \
    p_clk_share_pct 0 \
    slew_headroom_pct 33.9 \
    netlist_area_um2 10300 \
    area_growth_pct 14.1 \
    final_cells 1962 \
    drive_above_1_share_pct 9.01 \
    hp-class "input port to output port" \
    fp-utilization_pct 40.9 \
    first_pass_iters 8 \
    area.sequential_um2 0 \
    gp_congestion 1.14 \
    fp.dieH_um 163 \
    power_density_nw_per_um2 49.8 \
    chip_area_um2 26500 \
    holdBufCountCts 0 \
    clock_buffer_count 0 \
    num_io_pins 106 \
    io_buffers 106 \
    synth_seq_share_pct 0 \
    dp.cells 1962 \
    rsz0062_at_grt "no" \
    fin_crit_sh_pct 76.6 \
    slowest_delay_ns 0.69 \
    p_switching_w 0.000372 \
    post-route-min-period_ns 11.10 \
    layout_top_cell "nand2_1" \
    grt_max_degree 58 \
    die-width_um 163 \
    leakagePower_nw 4.93 \
    top_cells_by_area "ha_1, mux2i_1, o21ai_0" \
    post_cts_buffers 0 \
    critPathTopFamily "AND-OR/OR-AND gates" \
    critPathBufInv 4 \
    setup_viol 0 \
    layout_setup_ws_ns 3.40 \
    warnings 96 \
    post_drt_wl_per_cell_um 31.6 \
    p_total_w 0.000587 \
    drt_iter0_markers 1840 \
    status "finished clean" \
    vdd_drop_max_uv 29.0 \
    vias_per_cell 7.11 \
    dr_total_vias 14000 \
    ys_types 83 \
    routed_wl_mm 62.0 \
    antenna_found_initial 2 \
    fp.coreArea_um2 25300 \
    yosysTopAreaCellShare_pct 11.6 \
    hold_viol_final 0 \
    cp_max_fo 9 \
    cpMaxStageDelayCell "nor4b_1" \
    dp_slack_ns 3.71 \
]
==> worst max-delay path by stage <==
stage	end	depth (start not counted)	slack, ns
after CTS	ALU_C[12]	14	3.71
after global routing	ALU_C[24]	14	3.25
final	ALU_C[0]	14	3.40
==> synth_stat cells (all sizes together) (5+ instances only) <==
cell type	n
nand2	182
o21ai	158
nor2	151
a21oi	144
inv	99
ha	96
mux2i	92
clkbuf	86
nand3	46
buf	34
a31oi	29
a211oi	28
mux4	27
o22ai	26
a21o	24
nor3	24
o211ai	22
o221ai	22
a22oi	21
a221o	19
a221oi	19
mux2	17
o21bai	14
xnor2	14
or3	13
nor2b	11
nand2b	10
or2	10
a311oi	9
and3	9
o31ai	9
nor4	8
o21a	8
a21boi	6
and2	6
o2111ai	6
o311ai	6
o32ai	6
xor2	5
==> tightest hold or removal path, stage by stage <==
cell	delay, ns
buf_2	0.23
o22ai_1	0.16
a221o_1	0.16
clkdlybuf4s50_1	0.45
==> cell type report <==
type                            instances  share of cell area [%]
Multi-Input combinational cell       1362                    80.4
Inverter                              101                    3.22
Tap cell                              330                    3.51
Timing Repair Buffer                  169                    12.9
==> power groups by stage <==
| stage | Combinational [W] | Sequential (W) | Clock, W |
|---|---|---|---|
| after CTS | 0.000562 | 0 | 0 |
| after global routing | 0.000612 | 0 | 0 |
| final | 0.000587 | 0 | 0 |
==> kinds of logic after synthesis <==
| logic type | share of synthesized area (%) |
|---|---|
| muxes | 17.0 |
| xor gates and xnor gates | 1.61 |
| and+or+nand+nor | 20.7 |
| buffers and inverters | 8.57 |
| AOI/OAI and AO/OA | 40.0 |
| adders and majority gates | 12.0 |
==> routing by layer <==
metal	share of wire, %	vias up	global-route usage, %
met5	0.042	-	0.189
met3	14	244	14.6
li1	-	6037	-
met1	38	6519	62.1
met2	40	1148	66.5
met4	8.2	4	31.8
==> per-stage QoR <==
step,util (%),cell area [µm²]
2_1_floorplan,-,10300
3_3_place_gp,46.6,11800
3_5_place_dp,46.6,11800
4_1_cts,46.6,11800
5_1_grt,46.6,11800
6_report,46.6,11800
No activity file was given, so power comes from the tool's default toggle rates.
